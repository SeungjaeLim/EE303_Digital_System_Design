### flow/design.v
module ssd_b (
input [4-1:0] X,
output reg [7-1:0] Y_behavior
);
always @ (X)  
begin
	case(X)
		4'b0000: Y_behavior = 7'b0111111;  
		4'b0001: Y_behavior = 7'b0110000;  
		4'b0010: Y_behavior = 7'b1011011;  
		4'b0011: Y_behavior = 7'b1111001;  
		4'b0100: Y_behavior = 7'b1110100;  
		4'b0101: Y_behavior = 7'b1101101;  
		4'b0110: Y_behavior = 7'b1100111;  
		4'b0111: Y_behavior = 7'b0111000;  
		4'b1000: Y_behavior = 7'b1111111;  
		4'b1001: Y_behavior = 7'b1111100;  
		default: Y_behavior = 7'bxxxxxxx;  
	endcase
end
endmodule
### flow/run.sh
#!/bin/bash
# OpenROAD 26Q1-2900-gdf79404cd8, Yosys 0.63+post, stock flow scripts
make -C /OpenROAD-flow-scripts/flow DESIGN_CONFIG=/design/flow/config.mk WORK_HOME=/design/flow/orfs finish
### flow/config.mk
export PLATFORM = sky130hd
export DESIGN_NAME = ssd_b
export DESIGN_NICKNAME = ssd_b
export VERILOG_FILES = /design/flow/design.v
export SDC_FILE = /design/flow/constraint.sdc
export NUM_CORES = 4
export LEC_CHECK = 1
export CORE_AREA = 10 10 70 70
export DIE_AREA = 0 0 80 80
### flow/constraint.sdc
current_design ssd_b

set clk_period 1.0
set clk_io_pct 0.2

create_clock -name clk0 -period $clk_period

set non_clock_inputs [all_inputs -no_clocks]
set_input_delay [expr $clk_period * $clk_io_pct] -clock clk0 $non_clock_inputs
set_output_delay [expr $clk_period * $clk_io_pct] -clock clk0 [all_outputs]
==> impl_table.tex <==
% Auto-generated results table
\begin{tabular}{lr}
\hline
Metric & Value \\
\hline
\multicolumn{2}{l}{\textbf{Timing}} \\
Number of max-slew violations in the final report & 0 \\
Count of endpoints failing setup in the final report & 6 \\
Final worst slack & -0.271 ns \\
Final number of hold-violating endpoints & 0 \\
Slew @ Worst Pin & 0.202 ns \\
Setup repair after global routing missed its margin & yes \\
Post-layout period usage of the worst path & 127\% \\
Crit path time final & 1.27 ns \\
Max Fclk & 787 MHz \\
Worst-case headroom to the max-slew limit & 86.5\% \\
\multicolumn{2}{l}{\textbf{Routing}} \\
Sum of routed wire length over all layers & 595 um \\
Average via count per standard cell & 2.40 \\
Antenna cell count & 0 \\
DRC errors left & 0 \\
Total length of routed met3 wires & 92 um \\
Total number of vias & 204 \\
DR WL/cell & 7.00 um \\
Number of iterations in the first detailed-routing pass & 4 \\
Number of antenna-violating nets in the routed design & 0 \\
Met2 routed wirelength & 163 um \\
Uppermost layer routed & met3 \\
Routed length on met1 & 339 um \\
Count of routing violations after the opening detailed-route iteration & 8 \\
\multicolumn{2}{l}{\textbf{Synth}} \\
Leading cell types by count after synthesis & ha\_1 (5), inv\_1 (3), nand2\_1 (3) \\
Gate count after technology mapping & 23 \\
Number of cell instances after yosys synthesis & 23 \\
Area fraction of the dominant cell type after synthesis & 38.2\% \\
Cell area after synthesis & 164 um2 \\
Most common cell in the netlist & ha\_1 \\
Area figure in the yosys stat output & 164 um2 \\
Portion of the post-synthesis area used by sequential elements & 0\% \\
Cells taking the most area after synthesis & ha\_1 (38\%), o31a\_1 (11\%), nor2b\_1 (7.6\%), inv\_1 (6.9\%), nand2\_1 (6.9\%) \\
Average cell area after synthesis & 7.13 um2 \\
Most area-hungry cell type in the Yosys netlist & ha\_1 \\
Unique cell types & 12 \\
Total of warnings raised by yosys & 1 \\
\multicolumn{2}{l}{\textbf{Power}} \\
Net Switching & 0.0567 mW \\
Logic pwr share & 100.0\% \\
Cell area power density & 319 mW/mm2 \\
Standby leakage power & 0.170 nW \\
Switching share of power & 41.8\% \\
Clock network fraction of total power & 0\% \\
Peak ir drop on the vdd network & 0.0836 mV \\
Relative contribution of sequential cells to total power & 0\% \\
Internal & 0.0791 mW \\
\multicolumn{2}{l}{\textbf{Die}} \\
Number of top-level design ports & 11 \\
FP Util & 4.80\% \\
Die boundary height & 80 um \\
Chip Width & 80 um \\
Row count & 21 \\
Die area & 0.00640 mm2 \\
Core Footprint & 0.00342 mm2 \\
\multicolumn{2}{l}{\textbf{Critical path}} \\
Required arrival time at the worst endpoint & 0.80 ns \\
Highest net fanout along the worst path & 4 \\
Worst path max stage delay & 0.28 ns \\
Element type at the critical path start & input pin \\
Data arrival time of the critical path & 1.07 ns \\
Cell breakdown of the critical path & buf\_8 > inv\_6 > ha\_4 > and2\_4 > o31a\_1 > buf\_2 \\
Slowest cell on the critical path & o31a\_1 \\
Worst setup path start & X[0] \\
Worst setup EP type & output pin \\
CP delay by family, top & AND-OR/OR-AND gates \\
Critical Setup Path Class & input pin to output pin \\
Number of buffers and inverters on the critical path & 3 \\
\multicolumn{2}{l}{\textbf{GRT}} \\
Number of antenna violations at the first check in global routing & 0 \\
Wire length of the first global-routing pass & 1030 um \\
Overall Global Routing Usage & 1.87\% \\
Number of global-route vias before repair & 232 \\
Pin count of the biggest net entering global routing & 9 \\
Global route overflow & 0 \\
\multicolumn{2}{l}{\textbf{Status}} \\
Failing checks & setup timing \\
Result of the run & complete, but fails checks \\
\multicolumn{2}{l}{\textbf{Cells and area}} \\
Area taken by flip-flops and latches & 0 um2 \\
Sequential cells & 0 \\
Fraction of final layout cells sized beyond drive strength 1 & 71.8\% \\
Final Cell Area & 425 um2 \\
Area added between synthesis and finish & 160\% \\
Clock buffers & 0 \\
\multicolumn{2}{l}{\textbf{Run}} \\
OpenROAD warning count & 39 \\
Reported max-cap violation count & 0 \\
\multicolumn{2}{l}{\textbf{Place}} \\
Detailed-placement wirelength estimate & 484 um \\
Number of buffers added on ports & 11 \\
Area after DPL & 394 um2 \\
Final weighted congestion of routability-driven global placement & 0.746 \\
Placement-stage worst setup slack & -1.12 ns \\
\multicolumn{2}{l}{\textbf{Hold path}} \\
Min-delay worst type & input pin to output pin \\
Worst hold start & X[3] \\
\multicolumn{2}{l}{\textbf{CTS}} \\
Quantity of hold-fixing buffers added after cts & 0 \\
\hline
\end{tabular}
==> timing repair <==
item,in CTS,in global routing
pin swaps,6,3
setup buffers,1,1
cloned,0,0
setup endpoints to repair,7,7
gates resized,46,12
==> placed cells by master, fill, tap and decap left out, drive strengths merged <==
cell,Yosys,final
and2,1,1
nor2b,2,2
o31a,2,2
nor2,2,2
ha,5,5
clkbuf,0,1
buf,0,15
o211ai,1,1
or3b,1,1
nand2b,1,1
inv,3,3
o21ai,1,1
nand2,3,3
and2b,1,1
==> cell type report <==
cell class                 instances  area [um2]
fill                             396        2990
inverter                           3        28.8
multi-input combinational         20         218
tap                               46        57.6
timing repair buffer              16         121
==> power by group through the flow <==
stage | clock [mW] | sequential [mW] | combinational [mW]
CTS | 0 | 0 | 0.126
global route | 0 | 0 | 0.154
finish | 0 | 0 | 0.136
==> final timing paths <==
path,to,depth (start not counted)
worst min-delay path,Y_behavior[5],4
worst max-delay path,Y_behavior[0],6
==> per-layer routing <==
metal  track usage (%)  up-vias
li1                  -      108
met1              3.03       85
met2              2.33       11
met3             0.682        0
met4                 0        0
met5                 0        -
==> logic make-up (layout without fill, tap and decap cells) <==
| family | count (synthesis) | in the layout | synth area share (%) |
|---|---|---|---|
| AND/OR/NAND/NOR | 11 | 11 | 36.6 |
| buffers and inverters | 3 | 19 | 6.87 |
| adder cells (fa/ha/maj) | 5 | 5 | 38.2 |
| AND-OR/OR-AND | 4 | 4 | 18.3 |
==> through the flow <==
step / utilization, % / power [mW] / hold WS (ns) / TNS, ns / instances
after detailed placement: 11.5 / 0.127 / 1.47 / -7.18 / 84
after CTS: 11.8 / 0.126 / 0.881 / -1.59 / 85
after global routing: 12.5 / 0.154 / 0.782 / -1.30 / 85
final: 12.5 / 0.136 / 0.745 / -1.01 / 85
after floorplan: - / 0.0410 / 0.442 / -0.00675 / 23
after global placement: 11.5 / 0.126 / 1.47 / -7.17 / 84
Power is estimated from default activity; no workload was simulated.
