## design/flow/run.sh

```bash
#!/bin/bash
# OpenROAD 26Q1-2900-gdf79404cd8, Yosys 0.63+post, stock flow scripts
make -C /OpenROAD-flow-scripts/flow DESIGN_CONFIG=/design/flow/config.mk WORK_HOME=/design/flow/orfs finish
```

## design/flow/config.mk

```make
export PLATFORM = sky130hd
export DESIGN_NAME = ssd_g
export DESIGN_NICKNAME = ssd_g
export VERILOG_FILES = /design/flow/design.v
export SDC_FILE = /design/flow/constraint.sdc
export NUM_CORES = 4
export LEC_CHECK = 1
export CORE_AREA = 10 10 70 70
export DIE_AREA = 0 0 80 80
```

## design/flow/constraint.sdc

```tcl
current_design ssd_g

set clk_period 1.2
set clk_io_pct 0.2

create_clock -name clk0 -period $clk_period

set non_clock_inputs [all_inputs -no_clocks]
set_input_delay [expr $clk_period * $clk_io_pct] -clock clk0 $non_clock_inputs
set_output_delay [expr $clk_period * $clk_io_pct] -clock clk0 [all_outputs]
```

## design/flow/design.v

```verilog
module ssd_g (
input [4-1:0] X,
output [7-1:0] Y_gate
);
assign Y_gate[6] = X[3] | (~X[2]) & X[1] | X[2] & (~X[0]) | X[2] & (~X[1]) ;
assign Y_gate[5] = X[0] | (~X[1]) | X[2] ;
assign Y_gate[4] = (~X[2]) | X[1] & X[0] | (~X[1]) & (~X[0]) ;
assign Y_gate[3] = X[3] | X[2] & X[0] | (~X[2]) & (~X[0]) | X[1] & X[0] ;
assign Y_gate[2] = X[3] | X[2] & (~X[1]) | (~X[1]) & (~X[0]) | X[2] & (~X[0]) ;
assign Y_gate[1] = (~X[2]) & (~X[0]) | X[1] & (~X[0]);
assign Y_gate[0] = (~X[2]) & (X[1]) | (~X[2]) & (~X[0]) | X[1] & (~X[0]) | X[2] & (~X[1]) & X[0]; 
endmodule
```

==> flow_summary_export.csv <==
group,metric,value,unit
final_timing,hold_violations,0,
global_routing,grtUsageMet2,3.37,%
cells_and_area,seqCellArea,0,um2
final_timing,fin_tns_setup,0,ns
logic_synthesis,yosys_warnings,0,
global_routing,antenna_found_initial,0,
worst_hold_path,hp-start,"X[1]",
logic_synthesis,syn_inst,17,
cells_and_area,flops,0,
worst_hold_path,hp-class,"in2out",
cells_and_area,syn_to_final_growth,170,%
worst_setup_path,crit_required,0.96,ns
detailed_routing,vias_per_cell,2.01,
global_routing,grt_usage,1.50,%
floorplanning,die_area,0.00640,mm2
logic_synthesis,ys_sh_xor,15.9,%
placed_design,dp_cells,76,
global_routing,grt_max_degree,6,
final_timing,finalWorstSetupSlack,0.0489,ns
cells_and_area,lay_top_count,"buf_6",
cells_and_area,fillers,407,
detailed_routing,vias,155,
final_timing,finalCritPeriodShare,95.9,%
cts,cts_hold_buf,0,
logic_synthesis,fa_ha_area_share,10.2,%
cells_and_area,final_util,8.72,%
run,tool_warnings,33,
cells_and_area,lay_top_cells,"5 x buf_6, 3 x dlygate4sd2_1, 3 x buf_4",
worst_setup_path,startpoint,"X[2]",
run,cap_violations,0,
floorplanning,row_count,21,
pwr,leakagePower,0.128,nW
final_timing,worst_pin_slew,0.117,ns
global_routing,met3_usage,0.341,%
worst_setup_path,path_cells,"buf_6 -> nor2_4 -> mux2i_1 -> or2_1 -> clkdlybuf4s15_1",
detailed_routing,ant_nets,0,
cells_and_area,comb_area,97.6,um2
pwr,power_density,267,mW/mm2
status,outcome,"finished clean",
global_routing,grt_busiest_layer,"met2",
logic_synthesis,synth.comb.largest_family,"simple AND/OR/NAND/NOR gates",
logic_synthesis,synth_area,110,um2
final_timing,grt_setup_unrepaired,"false",
floorplanning,die_height,80,um
floorplanning,fp.dieW,80,um
global_routing,grt_pass1_vias,140,
pwr,power.total,79.5,uW
final_timing,slew_headroom,92.0,%
worst_setup_path,worst-path-max-fanout,5,
logic_synthesis,simple_gate_share,30.7,%
placed_design,routabilityCongestion,0.675,
worst_setup_path,cp_slowest_cell,"or2_1",
pwr,ir_drop,0.0273,mV
logic_synthesis,ys_area,110,um2
worst_setup_path,slowest_delay,0.21,ns
final_timing,hold-worst-slack,0.805,ns
cells_and_area,drive_gt1_share,51.6,%
detailed_routing,drtPass1Iterations,1,
detailed_routing,totalWireLength,516,um
worst_setup_path,startpoint_type,"input port",
logic_synthesis,ys_cells,17,
floorplanning,fp_util,3.22,%
cells_and_area,instances_no_fill,77,
detailed_routing,drc,0,
cells_and_area,final_area,298,um2
detailed_routing,drtIter0Drc,0,
global_routing,overflow,0,
detailed_routing,wl_per_cell,6.70,um
final_timing,maxSlewViolCount,0,
worst_setup_path,worst-setup-path-type,"in2out",
final_timing,fmax,869,MHz
placed_design,place.port_buffers,11,
logic_synthesis,syn_avg_cell_area,6.48,um2
cells_and_area,clock_buffers,0,
logic_synthesis,synth.area.mux_share,9.09,%
logic_synthesis,synth_cell_types,15,
placed_design,dpl_worst_slack,-0.778,ns
detailed_routing,diodes,0,
floorplanning,core-area,0.00342,mm2
placed_design,place_area,295,um2
placed_design,dp_hpwl,477,um
global_routing,met1_usage,1.32,%
worst_setup_path,crit_buf_inv,2,
logic_synthesis,synthAoiAreaFrac,15.9,%
final_timing,finalSetupViolCount,0,
worst_setup_path,cp_top_family,"simple AND/OR/NAND/NOR gates",
floorplanning,io_pins,11,
worst_setup_path,endpoint_kind,"output port",
worst_setup_path,cp.arrival,0.91,ns
global_routing,grt_pass1_wl,772,um
final_timing,fin_crit,1.15,ns
logic_synthesis,synth_seq_share,0,%
where the power goes:
part | switching (mW) | internal (mW) | total, mW
logic | 0.0291 | 0.0505 | 0.0795
clock network | 0 | 0 | 0
registers | 0 | 0 | 0
synthesized netlist by cell type:
| library cell | count | area (um2) |
|---|---|---|
| a21oi_1 | 2 | 10.0 |
| xor2_1 | 2 | 17.5 |
| and3_2 | 1 | 7.51 |
| buf_2 | 1 | 5.00 |
| buf_4 | 1 | 7.51 |
| inv_1 | 1 | 3.75 |
| inv_2 | 1 | 3.75 |
| maj3_2 | 1 | 11.3 |
| mux2i_1 | 1 | 10.0 |
| nand2_1 | 1 | 3.75 |
| nand2b_1 | 1 | 6.26 |
| nor2_1 | 1 | 3.75 |
| o21bai_1 | 1 | 7.51 |
| or2_1 | 1 | 6.26 |
| or3_1 | 1 | 6.26 |
path summary, 6_finish.rpt:
kind	slack (ns)	endpoint	cells past startpoint
max	0.05	Y_gate[3]	5
min	0.81	Y_gate[5]	4
tightest hold or removal path: stages:
cell and delay (ns):
buf_6 0.11, inv_2 0.05, or3_1 0.09, buf_2 0.08
layout make-up:
cell class                 count  share of cell area, %
inverter                       2                   2.52
multi-input combinational     13                   32.8
tap                           46                   19.3
timing repair buffer          16                   45.4
logic make-up (layout without fill, tap and decap cells):
group,Yosys count,count (layout)
buffers and inverters,4,18
and+or+nand+nor,6,6
muxes,1,1
AOI/OAI and AO/OA,3,3
adders and majority gates,1,1
xor gates and xnor gates,2,2
layer usage:
| layer | vias up | part of all wire, % |
|---|---|---|
| li1 | 83 | - |
| met1 | 69 | 32 |
| met2 | 3 | 61 |
| met3 | 0 | 6.8 |
| met4 | 0 | 0 |
| met5 | - | 0 |
repair_timing:
action	CTS	global route
pin swaps	4	4
gates resized	31	8
gates cloned	0	0
setup buffers	1	0
setup endpoints to repair	7	5
Power figures rest on the tool's default switching activity, not on a simulated workload.
